==> config.mk <==
export PLATFORM = sky130hd
export DESIGN_NAME = vga_ctrl
export DESIGN_NICKNAME = vga_ctrl
export VERILOG_FILES = /design/flow/design.v
export SDC_FILE = /design/flow/constraint.sdc
export NUM_CORES = 4
export LEC_CHECK = 1
export CORE_AREA = 10 10 99 99
export DIE_AREA = 0 0 109 109
==> constraint.sdc <==
current_design vga_ctrl

set clk_period 5.5
set clk_io_pct 0.2

create_clock -name clk0 -period $clk_period [get_ports {pclk}]

set non_clock_inputs [all_inputs -no_clocks]
set_input_delay [expr $clk_period * $clk_io_pct] -clock clk0 $non_clock_inputs
set_output_delay [expr $clk_period * $clk_io_pct] -clock clk0 [all_outputs]
==> design.v <==
module vga_ctrl (
    input pclk,
    input reset,
    input [23:0] vga_data,
    output [9:0] h_addr,
    output [9:0] v_addr,
    output hsync,
    output vsync,
    output valid,
    output [7:0] vga_r,
    output [7:0] vga_g,
    output [7:0] vga_b
);
parameter h_frontporch = 96;
parameter h_active = 144;
parameter h_backporch = 784;
parameter h_total = 800;
parameter v_frontporch = 2;
parameter v_active = 35;
parameter v_backporch = 515;
parameter v_total = 525;
reg [9:0] x_cnt;
reg [9:0] y_cnt;
wire h_valid;
wire v_valid;
always @(posedge pclk) begin
    if(reset == 1'b1) begin
        x_cnt <= 1;
        y_cnt <= 1;
    end
    else begin
        if(x_cnt == h_total)begin
            x_cnt <= 1;
            if(y_cnt == v_total) y_cnt <= 1;
            else y_cnt <= y_cnt + 1;
        end
        else x_cnt <= x_cnt + 1;
    end
end
assign hsync = (x_cnt > h_frontporch);
assign vsync = (y_cnt > v_frontporch);
assign h_valid = (x_cnt > h_active) & (x_cnt <= h_backporch);
assign v_valid = (y_cnt > v_active) & (y_cnt <= v_backporch);
assign valid = h_valid & v_valid;
assign h_addr = h_valid ? (x_cnt - 10'd145) : 10'd0;
assign v_addr = v_valid ? (y_cnt - 10'd36) : 10'd0;
assign {vga_r, vga_g, vga_b} =  vga_data;
endmodule
==> run.sh <==
#!/bin/bash
# OpenROAD 26Q1-2900-gdf79404cd8, Yosys 0.63+post, stock flow scripts
make -C /OpenROAD-flow-scripts/flow DESIGN_CONFIG=/design/flow/config.mk WORK_HOME=/design/flow/orfs finish
==> Changelog: implementation <==
### Metrics

* Routed WL per cell at 12.10 um
* Ao+oa area frac at between 10% and 20%
* Port bufs at 24
* Residual DRC at 0
* Largest net degree at the start of global routing at 13
* Die H at 109 um
* Ys flops at 20
* WHS at roughly 0.54 ns
* Hold_buf cts at 0
* Max IR drop VDD at 0.00009678 V
* Final slew viol count at 0
* Die width at about 110 um
* Most frequent cells in the layout: nor2_1 (33), clkdlybuf4s50_1 (24), xnor2_1 (20), dfxtp_1 (20)
* Switch share at about a quarter
* PwrDens at ~150 nW/um2
* Most instantiated logic cell after routing: nor2_1
* Top logic family: simple AND/OR/NAND/NOR gates
* Clock sink total at 20
* P&R area growth vs syn at 9.587%
* Worst skew pair latency at approximately 0.25 ns
* Max-cap violations at 0
* Ys Warns at 1
* GRT Total Usage at under 10%
* TritonCTS clock tree: built
* Fp_density at a little over a fifth
* Delay of the slowest cell on the worst path at 0.60 ns
* Core Util, Final at between 20% and 30%
* Distinct cells, synth at 42
* I/O Pins at approximately 73
* Mux frac, synth at approximately 1.2%
* CTS Buffer Depth at 2
* Clock Root Buffer: clkbuf_8
* CP max stage cell: or4_1
* Setup TNS at 0 ns
* Met1 wire length at about 1800 um
* Yosys Chip Area at between 1500 and 2000 um2
* DR WL met2 at 1822 um
* Pre-CTS WS at around 2.2 ns
* Worst Max-Slew Pin Slew at 0.7147 ns
* CTS resizes at 0
* Sequential share of power at roughly 56%
* Sequence of cells on the critical path: or4_1, o31ai_1, o21ai_1, a21oi_1, clkdlybuf4s50_1
* Final std cells w/o fill at between 300 and 400
* Post-synthesis sequential area ratio at a little under a quarter
* Top-area cell share at approximately a quarter
* Minimum clock period at about 3.6 ns
* Setup violators final at 0
* Pwr Total at 272.5 uW
* Int Pwr at 207.6 uW
* Gpl congestion at roughly 0.81
* Synth Flop Type: dfxtp_1
* Post-DP HPWL at around 3000 um
* Avg Inst Size Synth at 7.541 um2
* Vias at between 1000 and 1500
* Placed Area at between 1500 and 2000 um2
* Buf+Inv Stages, Crit Path at 1
* Placement Rows at 32
* Fin crit share at approximately 65%
* Comb pwr share at 8.9%
* Lkg Pwr at 0.6482 nW
* Net Sw Power at ~65 uW
* Placed cells at 314
* FILL cells at around 840
* Final hold vios at 0
* Clk slew on worst S/H paths at 0.07 ns
* Xor+xnor area frac at 11.36%
* Setup Crit Path Kind: register to output port
* Inserted Diodes at 0
* Global-route wire length before repair at 6368 um
* GRT Residual Overflow at 0
* Worst setup EP type: output port
* Chip area at about 12000 um2
* Worst path top cell family by delay: AND-OR/OR-AND gates
* Setup bufs post-CTS at 0
* Comb area at around 1000 um2
* Status: finished, final reports clean
* CTS H-Tree Depth at 1
* Vias in the first global route at approximately 1200
* Syn Inst Count at roughly 230
* Top layer in use: met4
* TritonCTS Buffers at 3
* Tool warnings at 31
* Setup ws final at a little under 2 ns
* Area leader, netlist: dfxtp_1
* Relative slew slack at between 50% and 60%
* DRT antenna net count at 0
* DRT Wirelength at 3837 um
* Hold crit path type: register to register
* Drt first pass iters at 4
* FF/Latch Area at between 400 and 500 um2
* Initial antenna violation count at 0
* Critical path data arrival time at roughly 2.5 ns
* Detail-routed via count per cell at about 4.4
* Synth Cell Area at around 1700 um2
* Core box area at 7727 um2
* RSZ-0062 raised after global routing: no
* Met3 routed WL at roughly 220 um
* Yosys cell count at 225
* Top cells by area: dfxtp_1 (24%), buf_4 (11%), xnor2_1 (10%), nor2_1 (7.3%), ha_1 (6.6%)
* Worst setup SP type: register
* Final instance area at 1859 um2
* Detailed router's first-iteration violation count at ~66
* Asr flop ratio synth at 0%
* Clock power frac at 34.7%
* Layout cells sized above 1 at under 10%
* Clock Skew at ~0.0013 ns
* Post-synth EDFFs at 0
* Worst Path Required at roughly 4.4 ns
* Crit path max fanout at 12
* Adder share at under 10%
* Yosys simple share at between 20% and 30%
* Fmax at roughly 280 MHz
layout make-up:
class	count	share of cell area, %
sequential	20	21.53
timing repair buffer	25	13.32
clock buffer	3	2.221
tap	102	6.864
inverter	10	2.019
multi-input combinational	157	54.04
state kept, by name, indices dropped and copies added, names as in the netlist:
register,cells
y_cnt,10
x_cnt,10
layer usage:
| metal | GRT usage [%] | vias to the layer above |
|---|---|---|
| met5 | 0 | - |
| met4 | 0.7533 | 0 |
| met3 | 1.971 | 2 |
| met2 | 10.37 | 22 |
| met1 | 8.192 | 644 |
| li1 | - | 718 |
worst paths after layout:
kind	from	to	slack (ns)	cells after the start
hold reg to reg	y_cnt[1]	y_cnt[1]	0.54	2
hold / removal	y_cnt[1]	y_cnt[1]	0.54	2
setup reg to reg	x_cnt[0]	y_cnt[8]	3.18	6
setup / recovery	y_cnt[5]	v_addr[4]	1.93	5
synthesized netlist by cell type, types with 2 or more instances:
cell type and n:
nor3b_1 2, a21oi_1 11, nand4_1 2, or3_1 4
clkbuf_1 8, o21ai_0 4, a21o_1 2, nor4_1 5
dfxtp_1 20, and3_1 2, ha_1 9, inv_1 10
mux2i_1 2, or4_1 4, nor2_1 33, buf_4 25
buf_6 2, nand2_1 12, nand3_1 12, o21bai_1 2
buf_2 2, or3b_2 2, o31ai_1 2, xnor2_1 20
nand2b_1 3, xor2_1 2, nor3_1 8
power groups by stage:
stage / Combinational [mW] / Clock (mW) / Sequential (mW)
final: 0.0244 / 0.0946 / 0.154
after global routing: 0.0275 / 0.103 / 0.154
after CTS: 0.0244 / 0.0985 / 0.153
kinds of logic after synthesis:
group | Yosys count
AOI/OAI and AO/OA | 28
adders and majority gates | 9
xor gates and xnor gates | 22
muxes | 2
DFF | 20
and+or+nand+nor | 96
buffers and inverters | 48
tightest hold or removal path: cells and delay by family, from the launching register on:
kind | cells | cell delay, ns
flip-flops | 1 | 0.36
AND/OR/NAND/NOR | 1 | 0.08
AND-OR/OR-AND | 1 | 0.05
Power is estimated from default activity; no workload was simulated.
