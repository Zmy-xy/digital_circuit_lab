--- ./run.sh ---
#!/bin/bash
# OpenROAD 26Q1-2900-gdf79404cd8, Yosys 0.63+post, stock flow scripts
make -C /OpenROAD-flow-scripts/flow DESIGN_CONFIG=/design/flow/config.mk WORK_HOME=/design/flow/orfs finish
--- ./config.mk ---
export PLATFORM = sky130hd
export DESIGN_NAME = top
export DESIGN_NICKNAME = top
export VERILOG_FILES = /design/flow/design.v
export SDC_FILE = /design/flow/constraint.sdc
export NUM_CORES = 4
export LEC_CHECK = 1
export CORE_AREA = 10 10 95 95
export DIE_AREA = 0 0 105 105
--- ./constraint.sdc ---
current_design top

set clk_period 5.3
set clk_io_pct 0.2

create_clock -name clk0 -period $clk_period

set non_clock_inputs [all_inputs -no_clocks]
set_input_delay [expr $clk_period * $clk_io_pct] -clock clk0 $non_clock_inputs
set_output_delay [expr $clk_period * $clk_io_pct] -clock clk0 [all_outputs]
--- ./design.v ---
module add(
  input   [7:0]in_x,in_y,
  input   Cin,
  output  [7:0]Result,
  output  carry,Overflow,zero
);  
  wire    [7:0]t_add_Cin;
  wire    [7:0]x;
  assign  x = (Cin)? 8'b00000001 : 8'b00000000;
  assign t_add_Cin =( {8{Cin}}^in_y ); 
  assign {carry, Result} = in_x + t_add_Cin + x;
  assign Overflow = (in_x[7] == t_add_Cin[7]) && (Result[7] != in_x[7]);
  assign zero = ~(| Result);
endmodule
module top(
  input   signed[7:0]in_x, in_y,
  input   [2:0]op,
  output  reg[7:0]out_s,
  output  out_c,Overflow,zero
);  
  reg [7:0]out_s_1,out_s_2;
  reg Overflow_2;
  add add1(
  in_x,in_y,0,out_s_1,out_c,Overflow,zero);
  add divi(
  in_x,in_y,1,out_s_2,out_c,Overflow_2,zero);
  always @(op) begin
    case (op)
      3'b000 : out_s = out_s_1;
      3'b001 : out_s = out_s_2;
      3'b010 : out_s = ~in_x;
      3'b011 : out_s = in_x & in_y;
      3'b100 : out_s = in_x | in_y;
      3'b101 : out_s = in_x ^ in_y;
      3'b110 : out_s = (out_s_2[7]^Overflow_2) ? 1 : 0;
      3'b111 : out_s = (in_x == in_y) ? 1 : 0;
      default: out_s = in_x + in_y; 
    endcase
  end
endmodule
==> out/metrics.csv <==
metric,value,unit
Top-Level Pins,30,
yosys cell count,204,
Seq. cell area,0,sq um
Placement Cell Area,0.00176,sq mm
# fillers,781,
Starting Density,0.203,
Cell area leaders,"ha_1 (21%), a21oi_1 (6.4%), inv_1 (6.2%)",
antenna violations before repair,0,
GRT Overall Usage,0.0718,
"Arr. time, crit path",4.01,ns
Post-CTS Setup Repair Bufs,0,
drt total wl,4.04,mm
Initial DRC Count,71,
Routed Antenna Nets,0,
Tool Warnings,48,
via count of the first global-routing pass,1408,
worst vdd ir,0.0225,mV
grt total ovfl,0,
area grow syn2layout,25.3,%
Die Y,105,microns
Int Power,86.8,uW
status,completed,
CP Max Fanout,4,
most frequent cells in the layout,"clkdlybuf4s50_1 (30), ha_1 (24), inv_1 (23)",
Pre-antenna DRT Iters,4,
"Slew Viols, Final",0,
flop count,0,
Placeable Area,0.00691,sq mm
synthesized area,0.00140,sq mm
die width,105,microns
synthesized area per cell,6.87,sq um
first-pass GRT wire length,6.89,mm
largest net degree at the start of global routing,20,
Max Cap Violations,0,
"Design Area, Final",0.00176,sq mm
cell count after synthesis,204,
GPL Wtd Cong,0.887,
RSZ-0062 raised after global routing,false,
Clock power frac,0,
Syn. warnings,5,
fin crit period,5.07,ns
post-cts resize count,0,
clock buffer count,0,
setup_tns,0,ns
sw power,88.2,uW
Switching Fraction,0.504,
largest area contributor in the netlist,ha_1,
hpwl dp,3.37,mm
drt via density,4.60,
Hold Fails Final Rpt,0,
"Seq/Total Area, Yosys",0,
fmax,0.197,GHz
"Setup violations, final",0,
Die Size,0.0110,sq mm
Yosys chip area,0.00140,sq mm
worst setup path class,input port to primary output,
via count,1464,
Setup crit end kind,primary output,
Top-area cell share,0.214,
row cnt,30,
leak pwr,0.000751,uW
Hold Path Class,input port to primary output,
most frequent logic cell in the layout,clkdlybuf4s50_1,
ratio of final minimum period to clock period,0.956,
combinational share of power,1.000,
Unique masters post-synth,46,
Flop pwr share,0,
antenna diode count,0,
share of layout cells above drive strength 1,0.0586,
Worst slew margin,0.420,
nature of the critical path startpoint,input port,
Port Buffers,30,
DRC Markers,0,
Pwr Density,99.7,mW/mm^2
hold buffer count at cts,0,
CP required,4.24,ns
WL/cell,12.7,microns
Worst-Margin Slew,0.863,ns
path summary, 6_finish.rpt:
path | start | to | slack, ns | cells after the start
worst max-delay path | in_x[0] | zero | 0.23 | 10
worst min-delay path | in_x[7] | Overflow | 3.31 | 5
synthesized netlist by cell type (2+ instances only):
| cell | count |
|---|---|
| ha_1 | 24 |
| inv_1 | 23 |
| nor2_1 | 20 |
| a21oi_1 | 18 |
| o21ai_0 | 10 |
| nand2_1 | 7 |
| nor2b_1 | 7 |
| xnor2_1 | 7 |
| a31oi_1 | 6 |
| o22ai_1 | 6 |
| a22oi_1 | 5 |
| buf_2 | 5 |
| buf_4 | 5 |
| nor3_1 | 5 |
| clkbuf_1 | 4 |
| mux2i_1 | 4 |
| nand3_1 | 4 |
| a21o_1 | 3 |
| a32oi_1 | 3 |
| o21bai_1 | 3 |
| a2bb2oi_1 | 2 |
| fa_1 | 2 |
| nand2b_1 | 2 |
| nand4_1 | 2 |
| nor4_1 | 2 |
| o21bai_2 | 2 |
| o221ai_1 | 2 |
| or3_1 | 2 |
| xor2_1 | 2 |
power groups by stage:
stage                 clock, uW  sequential [uW]  combinational, uW
after CTS                     0                0                177
after global routing          0                0                198
final                         0                0                175
cells by family (layout without fill, tap and decap cells):
kind of cell             count (synthesis)  in the layout  synth area share
AND/OR/NAND/NOR                         55             55             0.199
XOR/XNOR                                 9              9            0.0563
AND-OR/OR-AND                           70             70             0.338
multiplexers                             5              5            0.0366
adder cells (fa/ha/maj)                 26             26             0.243
buffers and inverters                   39             57             0.128
metal layers:
layer / vias up / global-route usage / part of all wire
met5: - / 0 / 0
met4: 0 / 0.00294 / 0.0030
met3: 2 / 0.00932 / 0.047
met2: 28 / 0.124 / 0.47
met1: 677 / 0.0973 / 0.48
li1: 757 / - / -
area by class of cell:
| type | instances | area (sq um) | share of cell area |
|---|---|---|---|
| inverters | 24 | 90.1 | 0.0513 |
| well taps | 96 | 120 | 0.0684 |
| repair buffers | 33 | 323 | 0.184 |
| multi-input cells | 165 | 1220 | 0.696 |
stage by stage:
stage	setup slack [ns]	hold WS [ns]	power (uW)	utilization	instances
5_1_grt	0.0366	3.41	198	0.254	318
4_1_cts	0.188	3.34	177	0.254	318
6_report	0.232	3.31	175	0.254	318
3_3_place_gp	0.243	3.34	177	0.254	318
2_1_floorplan	1.59	2.29	117	-	204
3_5_place_dp	0.206	3.34	176	0.254	318
critical path, stage by stage:
cell             delay [ns]
clkdlybuf4s50_1        0.50
inv_1                  0.07
ha_1                   0.23
fa_1                   0.45
o21ba_1                0.20
nor2_1                 0.19
a2bb2oi_1              0.15
mux2_2                 0.29
nor4_1                 0.35
clkdlybuf4s50_1        0.53
No activity file was given, so power comes from the tool's default toggle rates.
